`./run.sh`:
```
#!/bin/bash
# OpenROAD 26Q1-2900-gdf79404cd8, Yosys 0.63+post, stock flow scripts
make -C /OpenROAD-flow-scripts/flow DESIGN_CONFIG=/design/flow/config.mk WORK_HOME=/design/flow/orfs finish
```
`./config.mk`:
```
export PLATFORM = sky130hd
export DESIGN_NAME = max_3
export DESIGN_NICKNAME = max_3
export VERILOG_FILES = /design/flow/design.v
export SDC_FILE = /design/flow/constraint.sdc
export NUM_CORES = 4
export LEC_CHECK = 1
export CORE_AREA = 10 10 70 70
export DIE_AREA = 0 0 80 80
```
`./constraint.sdc`:
```
current_design max_3

set clk_period 8.2
set clk_io_pct 0.2

create_clock -name clk0 -period $clk_period

set non_clock_inputs [all_inputs -no_clocks]
set_input_delay [expr $clk_period * $clk_io_pct] -clock clk0 $non_clock_inputs
set_output_delay [expr $clk_period * $clk_io_pct] -clock clk0 [all_outputs]
```
`./design.v`:
```
parameter N = 8;
module max_3(a, b, c, max);	
	input[N-1:0] a, b, c;
	output[N-1:0] max;
	wire ab_less;
	nat_cmp ab_cmp (
		.x(a), .y(b),
		.less(ab_less)
	);
	wire[N-1:0] ab_plex;
	assign ab_plex = ab_less ? b : a;
	wire wc_less;
	nat_cmp wb_cmp (
		.x(ab_plex), .y(c),
		.less(wc_less)
	);
	wire[N-1:0] wc_plex;
	assign wc_plex = wc_less ? c : ab_plex;
	assign max = wc_plex;
endmodule
module nat_cmp(x, y, less);
	input[N-1:0] x;
	input[N-1:0] y;
	output less;
	wire[N-1:0] y_neg;
	assign y_neg = ~y + 1;
	wire cout;
	N_b2_adder add (
		.x(x), .y(y_neg),
		.cin('B0),
		.cout(cout)
	);
	assign less = ~cout;
endmodule
module N_b2_adder(x, y, cin, s, cout);
	input[N-1:0] x, y;
	input cin;	
	output[N-1:0] s;
	output cout;
  wire [N-2:0] carry; 
	genvar i; 
	generate
		for(i = 0; i < N; i = i + 1) begin : b2_adders
			if(i == 0) begin
				b2_adder add (
					.x(x[i]), .y(y[i]),
					.cin(cin),
					.s(s[i]),
					.cout(carry[i])
				);
			end else if(i == N-1) begin
				b2_adder add (
					.x(x[i]), .y(y[i]),
					.cin(carry[i-1]),
					.s(s[i]),
					.cout(cout)
				);
			end else begin
				b2_adder add (
					.x(x[i]), .y(y[i]),
					.cin(carry[i-1]),
					.s(s[i]),
					.cout(carry[i])
				);
			end
		end
	endgenerate
endmodule
module b2_adder(x, y, cin, s, cout);
	input x, y, cin;
	output s, cout;
	wire x_xor_y;
	assign x_xor_y = x ^ y;
	assign s = (x_xor_y) ^ cin;
	assign cout = x & y | x_xor_y & cin;
endmodule
```
==> results.ini <==
[timing]
fin_crit_ns = 7.85
worst_slew_pin_slew_ns = 0.368
finalHoldViolCount = 0
setup_ws_ns = 0.355
max_clock_freq_mhz = 127
slew_headroom = 0.754
fin_crit_sh = 0.957
report.final.setup_viol = 0
drv_slew = 0

[synthesis]
syn_inst = 90
avgSynthCellArea_um2 = 8.81
netlist_top_cells_area = ha_1 (25%), mux2_2 (20%), xnor2_1 (11%), a2111oi_4 (3.5%), inv_1 (3.3%)
synthAdderAreaFrac = 0.252
yosysChipArea_um2 = 793
ys_seq_frac = 0
netlist_area_um2 = 793
top_area_cell = ha_1
ys_cells = 90
synth_warnings = 0
yosysUniqueCellTypes = 29
post-synth-top-count-cell = ha_1
top_logic_kind = adder cells
xor_area_frac = 0.132
synth_top_area_share = 0.252
simple_gate_share = 0.134
synthAoiAreaFrac = 0.237
mux_share = 0.211
common_cells = ha_1 (16), mux2_2 (14), xnor2_1 (10), inv_1 (7), nor3_1 (5)

[layout]
numSequentialCells = 0
area_delta_synth_final_pct = 50.5
num-clock-buffers = 0
ff_latch_area_um2 = 0
drive_above_1_share = 0.192
nFillCells = 367
postLayoutCellArea_um2 = 1190
combGateArea_um2 = 767

[global_route]
antenna_found_initial = 0
first_global_vias = 819
grt_max_degree = 9
grt_pass1_wl_um = 3660
grt.overflow.total = 0
grtUsageTotal = 0.0677

[routing]
num_vias = 804
wl_per_cell_um = 12.6
wirelength_um = 2160
drc = 0
first_iter_violations = 21
drtPass1Iterations = 4
diodes = 0
ant_nets = 0
drt-vias-per-instance = 4.70

[worst_setup_path]
crit_required_ns = 6.56
crit_slowest_cell = clkdlybuf4s50_1
crit_fanout = 7
cp_common_cell = ha_1
criticalPathCategory = in2out
worstPathCellList = clkdlybuf4s50_1 > inv_1 > ha_1 > nand2_1 > nor3_1 > xnor2_1 > ha_1 > a2111oi_4 > inv_1 > o21ai_4 > mux2_2 > ha_1 > or3_1 > a2111oi_2 > o221a_2 > a21oi_4 > mux2_2 > clkdlybuf4s50_1
slowest_delay_ns = 0.50
cp.buffers_inverters = 4
crit_family = AND-OR/OR-AND gates
cp_data_arrival_time_ns = 6.21
cp-startpoint = b[0]
cp-end-kind = output port
crit_cells = 18
worstSetupStartpointType = primary input

[floorplanning]
ios = 32
die-width_um = 80
fp.dieH_um = 80
fp-row-count = 21
fp-utilization = 0.232
dieArea_um2 = 6400
core_um2 = 3420

[placement]
place_area_um2 = 1170
gpl.final_weighted_congestion = 0.818
io_buffers = 32
post-dp-hpwl_um = 1990
pre_cts_ws_ns = 0.243

[min_path]
hold_depth = 4
hold_path.class = in2out
min-delay-start = a[0]

[power]
ir_drop_mv = 0.0355
total_power_uw = 100
p_leak_nw = 0.455
power.density_nw_per_um2 = 83.9

[clock_tree]
ctsHoldBuffers = 0

[job]
warning_count = 32
cap_violations = 0

[outcome]
status = completed

-- logic make-up after synthesis --
| group | after synthesis |
|---|---|
| adders and majority gates | 16 |
| and+or+nand+nor | 22 |
| muxes | 15 |
| buffers and inverters | 7 |
| xor gates and xnor gates | 12 |
| AOI/OAI and AO/OA | 18 |
-- where the power goes --
part / leakage, nW / internal, mW / switching, mW / total (mW)
registers: 0 / 0 / 0 / 0
logic: 0.455 / 0.0601 / 0.0400 / 0.100
clock network: 0 / 0 / 0 / 0
total: 0.455 / 0.0601 / 0.0400 / 0.100
-- per-stage QoR --
| stage | setup TNS, ns | utilization | instances | hold WS (ns) |
|---|---|---|---|---|
| after floorplan | 0 | - | 90 | 3.37 |
| after global placement | 0 | 0.343 | 168 | 4.37 |
| after detailed placement | 0 | 0.343 | 168 | 4.36 |
| after CTS | 0 | 0.343 | 168 | 4.36 |
| after global routing | -0.0257 | 0.349 | 171 | 4.43 |
| final | 0 | 0.349 | 171 | 4.35 |
-- layout make-up --
class	instances	share of cell area
multi-input combinational	83	0.643
timing repair buffer	35	0.287
tap	46	0.0482
inverter	7	0.0220
-- per-layer routing --
layer / vias up / wire [um] / part of all wire / GRT usage
li1: 419 / - / - / -
met1: 372 / 967 / 0.45 / 0.0850
met2: 13 / 1110 / 0.51 / 0.124
met3: 0 / 83 / 0.038 / 0.0114
met4: 0 / 0 / 0 / 0
met5: - / 0 / 0 / 0
-- tightest hold or removal path, cell delays in order --
cell and delay [ns]:
clkdlybuf4s50_1 0.44, mux2i_1 0.14, o31ai_1 0.08, clkdlybuf4s50_1 0.40
-- cell usage in the layout, fill, tap and decap left out, types with 2 or more instances in the layout --
master,instances
nand2_1,4
nor2_1,4
buf_4,3
ha_1,16
xnor2_1,10
nor4_1,2
xor2_1,2
clkdlybuf4s50_1,32
o21ai_0,3
inv_1,7
nand3_1,4
nor3_1,5
mux2_2,14
a22oi_1,2
-- what timing repair did --
| item | in CTS | in global routing |
|---|---|---|
| setup endpoints to repair | 0 | 7 |
| gates resized | 0 | 0 |
| buffers inserted | 0 | 3 |
-- path summary, 6_finish.rpt --
path | endpoint | slack (ns)
hold / removal | max[0] | 4.35
setup / recovery | max[5] | 0.35
Power and IR drop assume default switching activity.
