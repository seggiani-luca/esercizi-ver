==> /design/flow/design.v <==
parameter N = 16;
module N_integer_divider_posr(x, y, q, r, no_idiv);
	input signed [N-1:0] x;
	input signed [N/2-1:0] y;
	output signed [N/2-1:0] q;
	output signed [N/2-1:0] r;
	output no_idiv;
	wire[N-1:0] x_abs;
	wire x_sgn;
	c2_ms_converter #(.M(N)) x_con (
		.x(x), 
		.x_abs(x_abs), .x_sgn(x_sgn)
	);
	wire[N/2-1:0] y_abs;
	wire y_sgn;
	c2_ms_converter #(.M(N/2)) y_con (
		.x(y), 
		.x_abs(y_abs), .x_sgn(y_sgn)
	);
	wire[N/2-1:0] q_abs;
	wire q_sgn;
	wire[N/2-1:0] r_abs;
	wire r_sgn;
	wire no_div;
	N_divider div (
		.x(x_abs), .y(y_abs), 
		.q(q_abs), .r(r_abs),
		.no_div(no_div)
	);
	assign q_sgn = x_sgn ^ y_sgn;
	assign r_sgn = x_sgn;
	wire ow;
	wire[N/2-1:0] q_can;
	wire[N/2-1:0] r_can;
	ms_c2_converter #(.M(N/2)) q_con (
		.x_abs(q_abs), .x_sgn(q_sgn),
		.x(q_can), .ow(ow)
	);
	ms_c2_converter #(.M(N/2)) r_con (
		.x_abs(r_abs), .x_sgn(r_sgn),
		.x(r_can)
	);
	assign q = x_sgn ? q_can - 1 : q_can;
	assign r = x_sgn ? y_abs - r_abs : r_can;
	assign no_idiv = no_div | ow;
endmodule
module N_divider(x, y, q, r, no_div);
	input[N-1:0] x;
	input[N/2-1:0] y;
	output[N/2-1:0] q;
	output[N/2-1:0] r;
	output no_div;
	feasibility_checker fes (
		.x(x), .y(y),
		.no_div(no_div)
	);
	wire[N/2-1:0] res [N/2-2:0];
	genvar i;
	generate
		for(i = N / 2 - 1; i >= 0; i = i - 1) begin : subdividers
			if(i == N / 2 - 1) begin
				N_subdivider subdiv (
					.x(x[N-1:N/2-1]), .y(y),
					.q(q[i]), .r(res[i-1])
				);
			end else if(i == 0) begin
				N_subdivider subdiv (
					.x({res[i], x[i]}), .y(y),
					.q(q[i]), .r(r)
				);
			end else begin
				N_subdivider subdiv (
					.x({res[i], x[i]}), .y(y),
					.q(q[i]), .r(res[i-1])
				);
			end
		end
	endgenerate
endmodule
module N_subdivider(x, y, q, r);
	input[N/2:0] x;
	input[N/2-1:0] y;
	output q;
	output[N/2-1:0] r;
	wire[N/2-1:0] sub;
	assign sub = x - y;
	wire cmp;
	assign cmp = x >= y;
	assign q = cmp;
	assign r = cmp ? sub : x;
endmodule
module feasibility_checker(x, y, no_div);
	input[N-1:0] x;
	input[N/2-1:0] y;
	output no_div;
	wire flag_lr;
	assign flag_lr = x < y * 2 ** (N/2);
	assign no_div = ~(flag_lr & |y);
endmodule
module c2_ms_converter #(parameter M = 8) (x, x_abs, x_sgn);
	input signed [M-1:0] x;
	output[M-1:0] x_abs;
	output x_sgn;
	assign x_abs = (x < 0) ? -x : x;
	assign x_sgn = x < 0;
endmodule
module ms_c2_converter #(parameter M = 8) (x_abs, x_sgn, x, ow);
	input[M-1:0] x_abs;
	input x_sgn;
	output signed [M-1:0] x;
	output ow;
	assign x = x_sgn ? -x_abs : x_abs;
	assign ow = ~((x_abs == 2 ** (M-1)) & x_sgn | x_abs < 2 ** (M-1));
endmodule
==> /design/flow/run.sh <==
#!/bin/bash
# OpenROAD 26Q1-2900-gdf79404cd8, Yosys 0.63+post, stock flow scripts
make -C /OpenROAD-flow-scripts/flow DESIGN_CONFIG=/design/flow/config.mk WORK_HOME=/design/flow/orfs finish
==> /design/flow/config.mk <==
export PLATFORM = sky130hd
export DESIGN_NAME = N_integer_divider_posr
export DESIGN_NICKNAME = N_integer_divider_posr
export VERILOG_FILES = /design/flow/design.v
export SDC_FILE = /design/flow/constraint.sdc
export NUM_CORES = 4
export LEC_CHECK = 1
export CORE_UTILIZATION = 40
==> /design/flow/constraint.sdc <==
current_design N_integer_divider_posr

set clk_period 38.1
set clk_io_pct 0.2

create_clock -name clk0 -period $clk_period

set non_clock_inputs [all_inputs -no_clocks]
set_input_delay [expr $clk_period * $clk_io_pct] -clock clk0 $non_clock_inputs
set_output_delay [expr $clk_period * $clk_io_pct] -clock clk0 [all_outputs]
==> Slide: Implementation Results <==
Run Summary

Worst setup path
  – Startpoint types: input pin
  – Kind of end point of the critical path: primary output
  – Critical path fanouts, max: 9
  – Crit Path Class: input pin to primary output
  – Worst stage delay on the critical path: 0.61 ns
  – Kind of cell adding the most delay to the critical path: AND-OR/OR-AND gates
  – Data arrival at the endpoint of the critical path: 28.82 ns
  – Number of buffers and inverters on the critical path: 11
  – CP max-delay cell: or4_4
  – WP data required: 30.48 ns

Placed design
  – HPWL reported at the end of detailed placement: 13.2 mm
  – Routability Congestion: 0.966
  – Number of I/O port buffers: 41
  – Post-detailed-placement cell area: 5960 sq um

Detailed routing
  – WL final: 16.1 mm
  – Drt pass-1 iters: 5
  – Residual DRC: 0
  – Antenna violation net count after detailed routing: 0
  – Antenna fix cells: 0
  – Average wire per standard cell: 17.1 um
  – Number of vias per cell after detailed routing: 5.68
  – DRT iter0 DRCs: 248
  – Routed via count: 5339

STA
  – Sum Neg Setup Slack: 0 ns
  – Normalized max-slew margin: 54.9%
  – Actual transition at the worst max-transition pin: 0.671 ns
  – Setup repair after global routing missed its margin: false
  – Final worst path period share: 95.6%
  – Final count of hold timing violations: 0
  – Number of setup violations in the final report: 0
  – Total count of max-transition violations in the final report: 0
  – Minimum period implied by the final worst setup slack: 36.44 ns
  – FMAX: 0.0274 GHz

Synthesis
  – Seq/Total Area, Yosys: 0%
  – Yosys warning count: 1
  – Syn Area/Cell: 7.51 sq um
  – Cell area after synthesis: 5190 sq um
  – Number of cells in Yosys stat: 691
  – Yosys chip area: 5190 sq um
  – Count of different cell masters after synthesis: 87
  – Synthesized instance count: 691

Layout
  – Filler cell count: 1255
  – Number of clock buffer instances in the layout: 0
  – Area overhead of the layout relative to synthesis: 18.8%
  – Most instantiated logic cell after routing: ha_1
  – Flop area: 0 sq um
  – Seq Cell Count: 0
  – Fraction of final layout cells with drive strength greater than 1: 15.9%
  – Most frequent cells in the layout: ha_1 (80), nor2_1 (53), inv_1 (48), xnor2_1 (45), buf_4 (44)
  – Cell area after layout: 6160 sq um
  – Post-layout utilization of the core: 48.8%

Hold path
  – Hold Path Stages: 5
  – Worst Hold Launch: x[0]
  – Min-delay worst type: input pin to primary output
  – Hold endpoint: r[0]

Floorplan
  – Vertical extent of the die: 116 um
  – Initial Util: 41.1%
  – Chip Width: 116 um
  – Total I/O pin count: 41
  – Std-Cell Rows: 41
  – Total die area: 13400 sq um
  – Area of the core: 12600 sq um

Clock network
  – Number of buffers added to fix hold violations after cts: 0

Global route
  – Number of antenna violations at the first check in global routing: 0
  – Wire length of the first global-routing pass: 25.9 mm
  – Pin count of the biggest net entering global routing: 15
  – Via count of the first global-routing pass: 4935
  – Overall Global Routing Usage: 25.2%
  – Overflow left after global routing: 0

Job
  – Max-capacitance violation count: 0
  – Total tool warning count: 34

Status
  – Run status: complete, no violations
logic make-up (layout without fill, tap and decap cells):
kind of cell	after synthesis	in the layout	synth area share [%]
fa+ha+maj	91	91	23.2
buf+inv	57	134	4.32
compound gates	204	204	27.7
mux	39	39	8.30
simple gates	228	228	24.3
xor+xnor	72	72	12.2
worst max-delay path by stage:
| stage | end | cells after the start | start | slack [ns] |
|---|---|---|---|---|
| 4_1_cts | r[7] | 101 | x[1] | 0.06 |
| 5_1_grt | r[7] | 98 | x[1] | 0.007 |
| 6_report | r[7] | 98 | x[1] | 1.66 |
final cells by class:
type	instances	area, sq um	share of cell area [%]
timing repair buffer	85	741	12.0
multi-input combinational	634	5020	81.5
inverter	49	184	2.99
tap	172	215	3.49
Yosys cell counts, types with 3 or more instances:
master / number / area [sq um]
clkbuf_1: 3 / 11.3
a211oi_1: 4 / 30.0
o211a_1: 3 / 30.0
fa_1: 9 / 180
a21o_1: 18 / 135
or2_2: 7 / 43.8
o31ai_1: 10 / 75.1
a211o_1: 3 / 26.3
o211ai_1: 4 / 30.0
nor2_1: 53 / 199
a21oi_1: 46 / 230
ha_1: 81 / 1010
nand2_2: 3 / 18.8
o21a_1: 10 / 75.1
inv_1: 48 / 180
nand2_1: 42 / 158
nor3b_1: 3 / 22.5
xnor2_1: 47 / 412
and2_1: 4 / 25.0
nand4_1: 13 / 81.3
mux2_2: 22 / 248
nor3_1: 17 / 85.1
o21ai_0: 47 / 235
a22oi_1: 4 / 30.0
nand3_1: 13 / 65.1
and3_1: 6 / 37.5
xor2_1: 25 / 219
o2111ai_1: 3 / 26.3
nand2b_1: 15 / 93.8
nor2b_1: 17 / 106
mux2i_1: 14 / 140
or3_1: 9 / 56.3
a31oi_1: 6 / 37.5
o21bai_1: 3 / 22.5
o41ai_1: 3 / 26.3
a21boi_0: 8 / 60.1
timing repair:
action                                  in CTS  in global routing
gates resized                                1                 20
endpoints found under the setup margin       1                 16
pin swaps                                    0                 11
gates cloned                                 0                  0
buffers inserted                             0                 19
metrics by stage:
step | hold WS, ns | worst slack [ns] | std cells
2_1_floorplan | 15.34 | 2.67 | 691
3_3_place_gp | 16.46 | 0.193 | 921
3_5_place_dp | 16.43 | 0.0694 | 921
4_1_cts | 16.45 | 0.0650 | 921
5_1_grt | 16.55 | 0.00660 | 940
6_report | 16.45 | 1.66 | 940
routing by layer:
layer	vias to the layer above	wire length [um]	share of wire [%]	GRT usage, %
met5	-	0	0	0
met4	0	194	1.2	2.91
met3	17	524	3.3	1.76
met2	102	7410	46	41.9
met1	2483	7930	49	36.8
li1	2737	-	-	-
